File: flow/constraint.sdc
current_design demod_mul

set clk_period 5.4
set clk_io_pct 0.2

create_clock -name clk0 -period $clk_period [get_ports {clk}]

set non_clock_inputs [all_inputs -no_clocks]
set_input_delay [expr $clk_period * $clk_io_pct] -clock clk0 $non_clock_inputs
set_output_delay [expr $clk_period * $clk_io_pct] -clock clk0 [all_outputs]
File: flow/config.mk
export PLATFORM = sky130hd
export DESIGN_NAME = demod_mul
export DESIGN_NICKNAME = demod_mul
export VERILOG_FILES = /design/flow/design.v
export SDC_FILE = /design/flow/constraint.sdc
export NUM_CORES = 4
export LEC_CHECK = 1
export CORE_UTILIZATION = 30
File: flow/design.v
module demod_mul(clk,carrier_cos,carrier_sin,signal,out_i,out_q);
input clk;
input signed [7:0] carrier_cos;
input signed [7:0] carrier_sin;
input signed [8:0] signal;
output signed [7:0] out_i;
output signed [7:0] out_q;
reg signed [15:0] mul_i;
reg signed [15:0] mul_q;
assign out_i = mul_i[15:8];
assign out_q = mul_q[15:8];
always @(posedge clk) begin
	mul_i <= carrier_cos * signal;
	mul_q <= carrier_sin * signal;
end
endmodule 
File: flow/run.sh
#!/bin/bash
# OpenROAD 26Q1-2900-gdf79404cd8, Yosys 0.63+post, stock flow scripts
make -C /OpenROAD-flow-scripts/flow DESIGN_CONFIG=/design/flow/config.mk WORK_HOME=/design/flow/orfs finish
==> run notes <==
State of the implementation.

- The floorplan step records an initial core utilization of a little under a third.
- After detailed placement, the design holds a cell count of 862.
- During I/O placement, the number of pins put on the boundary was roughly 42.
- The worst voltage drop across the vdd grid is 0.227 mV, for reference.
- The net switching power is 0.956 mW, for reference.
- The critical-path cell with the highest stage delay is clkdlybuf4s50_1, for reference.
- Per the Yosys statistics, synthesis produced ~570 cells.
- The critical path goes through clkdlybuf4s50_1 > buf_4 > nand2_1 > fa_1 > fa_1 > inv_1 > fa_1 > fa_1 > ha_1 > a211o_1 > o211ai_1 > o211ai_1 > a21oi_2 > o21bai_1 > xor2_1.
- In the power breakdown, the internal column shows 1.32 mW.
- The first global-routing pass estimated 17900 um of wire.
- The static leakage is 3.26 nW, for reference.
- The critical path start-end classification is primary input to flop, for reference.
- The combinational gate area is 4260 um^2, for reference.
- The remaining global-route overflow is 0, for reference.
- The number of placement rows is 47, for reference.
- The startpoint type of the worst setup path is a primary input, for reference.
- In this run the tools logged warnings totalling 25.
- The vertical extent of the die is 134 um, for reference.
- The routed wire length is 9530 um, for reference.
- The synthesized netlist occupies a cell area of around 5200 um^2.
- The floorplan step defined a die boundary enclosing 17800 um^2.
- The final hold violation count recorded for this run is 0.
- The routed design could run at a clock period as short as 5.12 ns.
- The area growth from synthesis to final layout is 21.1%, for reference.
- The longest individual stage delay on the worst path is 0.58 ns, for reference.
- Before antenna repair, the detailed router went through 4 iterations.
- The synthesized design devotes to its leading area cell type between 40% and 50% of total area.
- Post-route period utilization is reported as 94.7%.
- The quantity of I/O buffers inserted on ports is 41, for reference.
- The sort of element at the end of the critical path is a flop, for reference.
- Summing all flip-flop and latch instances after layout gives 320 um^2.
- The most area-hungry cell type in the Yosys netlist is fa_1, for reference.
- The count of unresolved DRC violations after routing is 0, for reference.
- Among the stages of the critical path, the cell type that occurs most often is fa_1.
- STA reports the tightest min-delay check as being of type primary input to flop.
- The combined global-route utilization of all metal layers is 12.9%, for reference.
- The HPWL after detailed placement is 8600 um.
- Detailed routing inserted a total of approximately 3700 vias.
- The count of antenna-violating nets left after detailed routing is 0, for reference.
- The maximum number of pins on one net before global-route repair is 15, for reference.
- For this block, the initial DRC count from the detailed router was 113.
- The last timing report of the flow puts the setup violation total at 0.
- The final layout report lists a filler cell count of approximately 1700.
- In this run the number of H-tree levels came out at 1.
- For this run, the detailed router reports a per-instance via density of 4.26.
- The critical-path maximum fanout is 11, for reference.
- For this run, the number of Yosys warnings is 1.
- The buffer type at the clock tree root is clkbuf_16, for reference.
- The final timing report lists a max-slew violation count of 0.
- The number of maximum-capacitance violations recorded for the run is 0.
- The flow reports that sequential cells draw 10.0% of the design power.
- The clock net in this run drives a total of 16 sinks.
- The buffer and inverter count on the worst path is 3, for reference.
- The share of post-route cells with drive strength above 1 is ~9.1%, for reference.
- Combinational logic is responsible for 83.5% of the overall power.
- The placeable core region is around 17000 um^2, for reference.
- In this build the clock could be raised as far as 195 MHz.
- In this run the tightest slew margin relative to its limit is 75.8%.
- The final timing report gives a worst setup slack of between 0.2 and 0.3 ns.
- In the Yosys stats the netlist draws on 31 distinct library cells.
- The post-placement worst setup slack is -0.130 ns, for reference.
- The synthesized instance count is 570.
- TritonCTS built the clock tree.
- The clock-pin transition on the worst setup and hold timing paths is approximately 0.05 ns, for reference.
- Setup repair after global routing left no endpoint under its margin.
- The post-detailed-route wirelength per cell is 11.0 um, for reference.
- The via count of the first global-routing pass is 3863, for reference.
- The flow ran to the end, and the final reports show no timing, DRC or antenna violations.
- The initial antenna violation count was 1.
- The total cell area reported by yosys after synthesis is 5190 um^2, for reference.
- The clock network burns 6.6% of the power.
- The sequential cell area fraction in the yosys report is under 10%, for reference.
- In the post-synthesis netlist, the biggest area contributors are fa_1, ha_1, inv_1.
- The pin closest to its max-slew limit shows a slew of 0.362 ns.
- The number of buffers inserted during clock tree synthesis is 3, for reference.
- The switching part of the total is 42.0%, for reference.
- The total power divided by cell area is between 300 and 400 nW/um^2, for reference.
- The final weighted congestion recorded by global placement is 0.858.
- The largest delay contributor family on the critical path is adder cells, for reference.
- The average size of a mapped cell is 9.10 um^2, for reference.
- The die width is 134 um, for reference.
- The number of storage elements in the synthesis netlist is 16, for reference.
- The data required time of the worst path is approximately 5.5 ns, for reference.
- The filler-free cell count of the finished design is 866, for reference.
- The clock passes through at most 2 buffers.
- The data arrival time reported for the critical path is 5.26 ns.
-- metrics by stage --
step | hold slack [ns] | setup TNS [ns] | util, % | power (mW) | cell area, um^2
4_1_cts | 1.87 | 0 | 37.3 | 2.32 | 6250
6_report | 1.73 | 0 | 37.5 | 2.27 | 6290
3_3_place_gp | 1.74 | -0.695 | 36.8 | 2.15 | 6170
5_1_grt | 1.80 | 0 | 37.5 | 2.65 | 6280
3_5_place_dp | 1.74 | -0.644 | 36.8 | 2.14 | 6170
2_1_floorplan | 1.34 | 0 | - | 1.57 | 5190
-- routing by layer --
layer / track usage (%) / share of wire, % / up-vias
li1: - / - / 1815
met1: 22.0 / 53 / 1816
met2: 18.4 / 42 / 58
met3: 2.14 / 4.2 / 4
met4: 1.01 / 0.92 / 0
met5: 0 / 0 / -
-- path summary, 6_finish.rpt --
path	startpoint	end	slack (ns)	cells after the start
worst max-delay path	signal[4]	mul_q[14]	0.28	15
worst min-delay path	carrier_cos[6]	mul_i[15]	1.73	6
-- area by class of cell --
cell class | count | share of cell area (%)
Multi-Input combinational cell | 389 | 67.8
Timing Repair Buffer | 90 | 12.7
Inverter | 147 | 8.78
Sequential cell | 16 | 5.10
Tap cell | 220 | 4.38
Clock buffer | 3 | 1.19
Antenna cell | 1 | 0.0398
-- power groups by stage --
stage / logic (mW) / clock network (mW) / registers, mW
global route: 2.25 / 0.163 / 0.234
finish: 1.90 / 0.149 / 0.226
CTS: 1.93 / 0.157 / 0.229
-- state kept, by name, summed over array words and instances, names as in the netlist --
| name | flops |
|---|---|
| mul_i | 8 |
| mul_q | 8 |
-- placed cells by master, fill, tap and decap left out, types with 2 or more instances in the layout --
cell type        instances
and2_1                  70
xor2_1                   7
clkdlybuf4s50_1         32
xnor2_1                 22
clkbuf_16                3
a21oi_2                  3
a21o_1                   3
ha_1                    54
dlymetal6s2s_1           9
o21a_1                   2
nor2b_1                  2
fa_1                   112
o211ai_1                 4
buf_4                   49
nand3_1                  2
and4_1                   2
nor2_1                  23
a21oi_1                  5
a211o_1                  4
and3_1                   2
o21ai_0                  3
inv_1                  147
o21bai_1                 2
nand2_1                 53
nand2b_1                 6
dfxtp_1                 16
-- cell families after synthesis --
kind of cell | after synthesis | synth area share (%)
compound gates | 33 | 4.92
xor+xnor | 29 | 4.90
fa+ha+maj | 166 | 56.2
buf+inv | 165 | 11.9
flops | 16 | 6.17
simple gates | 161 | 15.8
-- worst min-delay path, delay by kind of cell --
family          cells  cell delay (ns)
xor+xnor            3             0.40
compound gates      1             0.08
buf+inv             2             0.39
-- synth_stat cells --
cell type  number
a211o_1         4
o2111ai_2       1
o21ai_1         1
fa_1          112
a221oi_1        1
xor2_1          7
clkbuf_1       18
and2_4          1
o21ai_0         3
xnor2_1        22
a21boi_0        1
a21oi_2         3
a21o_1          3
nor2_1         23
nor2b_1         2
ha_1           54
a211oi_1        1
dfxtp_1        16
and3_1          2
nand2_1        53
a21oi_1         5
a221oi_2        1
o211ai_1        4
nand3_1         2
inv_1         147
nand2b_1        6
o21bai_1        2
and2_1         70
o21a_1          2
and4_1          2
a31oi_2         1
-- repair_timing --
action	CTS	global route
hold buffers	0	0
setup endpoints to repair	0	8
gates resized	0	10
setup buffers	0	0
Power and IR drop assume default switching activity.
