==> flow/design.v <==
module demod_dec(fir_data,reset_n,carrier_clk,signal_clk,signal);
input signed [19:0] fir_data;
input reset_n,carrier_clk,signal_clk;
output reg [1:0] signal;
localparam N = 16'd5000;
reg [1:0] buffer;
reg signed [19:0] fir_buffer;
always @(posedge carrier_clk or negedge reset_n) begin
	if(!reset_n) begin
		buffer <= 2'd0;
	end else begin
		buffer[1] <= (fir_data>0?1'b0:1'b1);  
		if(fir_data < 0) begin
			fir_buffer <= -fir_data;
		end else begin
			fir_buffer <= fir_data;
		end
		buffer[0] <= (fir_buffer>N? 1'b1:1'b0);  
	end
end
always @(posedge signal_clk or negedge reset_n) begin
	if(!reset_n) begin
		signal<=2'b0;
	end else begin
		signal<=buffer;
	end
end
endmodule 
==> flow/run.sh <==
#!/bin/bash
# OpenROAD 26Q1-2900-gdf79404cd8, Yosys 0.63+post, stock flow scripts
make -C /OpenROAD-flow-scripts/flow DESIGN_CONFIG=/design/flow/config.mk WORK_HOME=/design/flow/orfs finish
==> flow/config.mk <==
export PLATFORM = sky130hd
export DESIGN_NAME = demod_dec
export DESIGN_NICKNAME = demod_dec
export VERILOG_FILES = /design/flow/design.v
export SDC_FILE = /design/flow/constraint.sdc
export NUM_CORES = 4
export LEC_CHECK = 1
export CORE_AREA = 10 10 114 114
export DIE_AREA = 0 0 124 124
==> flow/constraint.sdc <==
current_design demod_dec

set clk_period 1.6
set clk_io_pct 0.2

create_clock -name clk0 -period $clk_period [get_ports {carrier_clk}]
create_clock -name clk1 -period $clk_period [get_ports {signal_clk}]

set non_clock_inputs [all_inputs -no_clocks]
set_input_delay [expr $clk_period * $clk_io_pct] -clock clk0 $non_clock_inputs
set_output_delay [expr $clk_period * $clk_io_pct] -clock clk0 [all_outputs]
==> summary.txt <==
Results of the full flow below.

Outcome:
- The run finished, with violations left.
- The checks that failed: negative setup slack.

Global route:
- The run gives the overall track demand over capacity in global routing as 3.437%.
- The run puts the met3 routing resource usage after global routing at under 10%.
- The run gives the most used routing layer as met2.
- The run puts the met2 usage at roughly 7%.
- The run gives the met1 track demand over resource in global routing as under 10%.
- The run gives the number of global-route vias before repair as 947.
- The run gives the initial antenna violation count as 2.
- The first global-routing pass estimated between 4 and 5 mm of wire.
- The run gives the maximum number of pins on one net before global-route repair as 25.
- The run puts the residual overflow from global routing at 0.

Place:
- The congestion estimate from routability-driven global placement came to about 0.83.
- The run puts the tally of buffers added on design ports at 23.
- Detailed placement ended at an HPWL of about 2.3 mm.

Timing:
- The run puts the number of max-slew violations in the final report at 0.
- The run gives the setup TNS as -0.004358 ns.
- Between clock sinks in the finished design, the worst skew comes to 0.0003818 ns.
- Setup repair after global routing could not meet its margin everywhere.
- The run gives the worst slew margin relative to its limit as approximately three quarters.
- The run gives the actual transition at the worst max-transition pin as 0.3452 ns.
- The run puts the least setup slack across all paths after layout at -0.004358 ns.
- The run gives the setup violation total in the final timing report as 1.
- The run puts the hold violation total from the final report at 0.

Cells and area:
- Leaving out fill and tap cells, the most frequent cells in the layout are sky130_fd_sc_hd__buf_4 (27), sky130_fd_sc_hd__edfxtp_1 (20), sky130_fd_sc_hd__xnor2_1 (15).
- The run gives the register area as 700.7 um2.
- The run puts the layout overhead on the synthesized area at 70.10%.
- The run puts the count of fill cells added during filler insertion at roughly 1100.
- The run gives the combinational gate area as about 530 um2.
- The run puts the fraction of final layout cells with drive strength greater than 1 at 41.10%.
- Per the cell usage report, the commonest logic cell in the layout is sky130_fd_sc_hd__buf_4.

Power:
- The run gives the static leakage as roughly 0.7 nW.
- The run puts the power per cell area at between 700 and 800 nW/um2.
- The run gives the overall power of the completed layout as approximately 1.5 mW.
- The run puts the peak ir drop on the vdd network at about 0.26 mV.

Setup path:
- The run gives the type of element capturing the critical path as a flop.
- The run gives the startpoint class of the critical path as a primary input.
- On the critical path the data arrives at about 1.6 ns.
- The run gives the worst-case reg-to-reg path depth as 4.
- The run puts the required arrival time at the worst endpoint at 1.61 ns.
- Looking at the setup timing report, the critical path kind is primary input to flop.
- Per the timing report, the biggest fanout along the worst path comes to 3.

Yosys:
- The synthesized instance count is about 88.
- The run gives the post-synth design cell area as about 1100 um2.
- The run gives the count of distinct cell types in the synthesized netlist as 26.
- The run gives the mean post-synth cell area as between 10 and 15 um2.
- After synthesis, the chip area reported by Yosys is roughly 1100 um2.
- Synthesis inferred 24 register bits.
- The run gives the total cells reported by yosys after synthesis as approximately 88.
- The run puts the total number of yosys warnings at 1.
- The run gives the share of the yosys chip area belonging to registers as 61.34%.

Worst hold path:
- The run gives the path type of the worst min-delay path as primary input to flop.
- The run puts the worst hold path depth at 2.

Clock tree:
- TritonCTS built the clock tree.
- The run gives the number of sinks driven by the clock tree as 24.
- The run puts the number of hold buffers added after cts at 0.
- After clock tree synthesis, the clock-pin slew on the worst setup and hold paths is about 0.070 ns.

Floorplanning:
- The run puts the y dimension of the die at roughly 120 um.
- The run gives the horizontal die dimension as between 100 and 150 um.
- The run gives the starting utilization of the core area as a little over a tenth.
- The run puts the chip area at between 15000 and 20000 um2.
- According to the I/O placement log, the pin count is 25.
- The run gives the placeable core region as between 10000 and 15000 um2.
- The run puts the total number of placement rows at 37.

Routing:
- The run puts the average wire length per cell after detail routing at slightly above 9 um.
- Nets still carrying antenna violations after routing amount to 0.
- The run puts the detailed router's first-iteration violation count at 13.
- After detailed routing, the number of vias per cell comes to slightly above 3.
- The run gives the final routed DRC violation total as 0.
- The run gives the first-pass iteration count of the detailed router as 2.
- The run puts the aggregate routed wire length at approximately 2.7 mm.
- The final route contains 882 vias.

Job:
- The number of maximum-capacitance violations recorded for the run is 0.
- The run puts the total number of warnings across the stage logs at 29.
-- critical path: stages --
cell and delay (ns):
sky130_fd_sc_hd__buf_6 0.09, sky130_fd_sc_hd__or4_4 0.52, sky130_fd_sc_hd__or4_4 0.47, sky130_fd_sc_hd__o21ai_2 0.14, sky130_fd_sc_hd__xnor2_1 0.07
-- area by class of cell --
cell class              instances  share of cell area, %
clock buffers                   7                  4.443
inverters                       4                 0.7727
flip-flops and latches         24                  36.06
well taps                     136                  8.757
repair buffers                 52                  22.54
multi-input cells              59                  27.17
diodes                          2                 0.2576
-- metrics by stage --
stage	instance area [um2]	setup slack [ns]	hold slack, ns	util, %	std cells
final	1943	-0.004358	0.3907	18.65	284
after global routing	1938	-0.02183	0.3881	18.61	282
after CTS	1922	-0.07066	0.4057	18.45	281
after detailed placement	1752	-0.6189	0.3425	16.82	272
after global placement	1752	-0.6070	0.3378	16.82	272
after floorplan	1147	-0.1279	0.02441	-	88
-- routing by layer --
metal,routed length [um],vias up
met1,800,411
met2,1601,15
met3,168,6
li1,-,450
met4,88,0
met5,0,-
-- synth_stat cells --
cell	n	area share (%)
sky130_fd_sc_hd__a21o_1	1	0.66
sky130_fd_sc_hd__a21oi_1	1	0.44
sky130_fd_sc_hd__clkbuf_1	1	0.33
sky130_fd_sc_hd__dfrtp_1	4	8.8
sky130_fd_sc_hd__edfxtp_1	20	53
sky130_fd_sc_hd__ha_1	1	1.1
sky130_fd_sc_hd__inv_1	4	1.3
sky130_fd_sc_hd__nand2_1	6	2.0
sky130_fd_sc_hd__nand2b_1	1	0.55
sky130_fd_sc_hd__nand3_1	2	0.88
sky130_fd_sc_hd__nand3b_1	1	0.66
sky130_fd_sc_hd__nand4_1	1	0.55
sky130_fd_sc_hd__nor2_1	2	0.66
sky130_fd_sc_hd__nor3_1	1	0.44
sky130_fd_sc_hd__nor3b_1	1	0.66
sky130_fd_sc_hd__nor4_1	5	2.7
sky130_fd_sc_hd__nor4_2	1	1.1
sky130_fd_sc_hd__o21ai_0	6	2.6
sky130_fd_sc_hd__o21ai_2	1	0.77
sky130_fd_sc_hd__o31a_1	1	0.77
sky130_fd_sc_hd__o31ai_1	5	3.3
sky130_fd_sc_hd__o41ai_1	2	1.5
sky130_fd_sc_hd__or3_2	1	0.66
sky130_fd_sc_hd__or4_4	2	2.0
sky130_fd_sc_hd__xnor2_1	15	12
sky130_fd_sc_hd__xor2_1	2	1.5
-- cell families (layout without fill, tap and decap cells) --
family	count (synthesis)	count (layout)	share of synthesized area, %
XOR/XNOR	17	17	13.03
flip-flops	24	24	61.34
AND/OR/NAND/NOR	24	24	12.82
buffers and inverters	5	63	1.642
AND-OR/OR-AND	17	17	10.08
other	0	2	0
adder cells (fa/ha/maj)	1	1	1.095
-- flip-flops by register name, summed over array words and instances, names as in the netlist --
name / cells
signal: 2
buffer: 2
fir_buffer: 20
-- final timing paths --
kind	from	endpoint	slack [ns]
setup / recovery	fir_data[14]	fir_buffer[18]	-0.004
setup reg to reg	fir_buffer[19]	buffer[0]	0.43
hold / removal	fir_data[0]	fir_buffer[0]	0.39
min in group clk1	buffer[0]	signal[0]	0.40
max in group asynchronous	reset_n	signal[1]	1.00
max in group clk1	buffer[1]	signal[1]	1.07
min in group asynchronous	reset_n	buffer[0]	0.41
hold reg to reg	buffer[0]	signal[0]	0.40
-- where the power goes --
part           switching, mW  internal, mW
Sequential            0.0143         0.746
Clock                  0.189         0.336
Combinational          0.101         0.130
Total                  0.304          1.21
-- what timing repair did --
item,CTS,global route
gates resized,47,9
buffers inserted,2,1
endpoints found under the setup margin,13,9
pin swaps,15,7
No activity file was given, so power comes from the tool's default toggle rates.
